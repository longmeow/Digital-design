--- design/flow/design.v ---
module bin2bcd (
    input             clk,
    input             rst_n,
    input      [ 7:0] i_bin,   
    output reg [11:0] o_bcd    
);
  reg [11:0] scratch_space;
  reg [ 3:0] i;
  reg [ 7:0] bin_ff;
  always @(posedge clk) begin                
    if (!rst_n) begin   
      bin_ff <= 0;
    end else begin
      bin_ff <= i_bin;
    end
  end
  always @(*) begin
    scratch_space = 0;   
    for (i = 0; i < 4'd8; i = i + 1'b1) begin   
      scratch_space = {scratch_space[10:0], bin_ff[7-i]};   
      if (i < 4'd7 && scratch_space[3:0] > 4'd4) begin
        scratch_space[3:0] = scratch_space[3:0] + 4'd3;
      end
      if (i < 4'd7 && scratch_space[7:4] > 4'd4) begin
        scratch_space[7:4] = scratch_space[7:4] + 4'd3;
      end
      if (i < 4'd7 && scratch_space[11:8] > 4'd4) begin
        scratch_space[11:8] = scratch_space[11:8] + 4'd3;
      end
    end
  end
  always @(posedge clk) begin                
    if (!rst_n) begin   
      o_bcd <= 0;
    end else begin
      o_bcd <= scratch_space;
    end
  end
endmodule
module hex_7seg_decoder
   #( parameter COMMON_ANODE_CATHODE = 0)  
   (
    input  [3:0]in,
    output o_a,
	output o_b,
    output o_c,
    output o_d,
    output o_e,
    output o_f,
    output o_g
    );
	reg a,b,c,d,e,f,g;
	always @(*) begin
		case (in)
		4'd0 : {a,b,c,d,e,f,g} = 7'b1111110;  
		4'd1 : {a,b,c,d,e,f,g} = 7'b0110000;
		4'd2 : {a,b,c,d,e,f,g} = 7'b1101101; 
		4'd3 : {a,b,c,d,e,f,g} = 7'b1111001;
		4'd4 : {a,b,c,d,e,f,g} = 7'b0110011;
		4'd5 : {a,b,c,d,e,f,g} = 7'b1011011;  
		4'd6 : {a,b,c,d,e,f,g} = 7'b1011111;
		4'd7 : {a,b,c,d,e,f,g} = 7'b1110000;
		4'd8 : {a,b,c,d,e,f,g} = 7'b1111111;
		4'd9 : {a,b,c,d,e,f,g} = 7'b1111011;
		4'd10: {a,b,c,d,e,f,g} = 7'b1110111; 
		4'd11: {a,b,c,d,e,f,g} = 7'b0011111;
		4'd12: {a,b,c,d,e,f,g} = 7'b1001110;
		4'd13: {a,b,c,d,e,f,g} = 7'b0111101;
		4'd14: {a,b,c,d,e,f,g} = 7'b1001111;
		4'd15: {a,b,c,d,e,f,g} = 7'b1000111;
	    default : {a,b,c,d,e,f,g} = 7'b1111110;  
	    endcase
    end
	assign {o_a, o_b, o_c, o_d, o_e, o_f, o_g} = COMMON_ANODE_CATHODE ? {a,b,c,d,e,f,g} : ~{a,b,c,d,e,f,g};
endmodule
module timer
#(
    parameter CLOCK_FREQ = 32'd50_000_000   
)
(
    input        clk,
    input        rst_n,
    output [5:0] o_seconds,   
    output [5:0] o_minutes,   
    output [6:0] o_hours      
);
  localparam ONE_SECOND = CLOCK_FREQ - 1;   
  reg [ 5:0] seconds_cnt;   
  reg [ 5:0] minutes_cnt;   
  reg [ 6:0] hours_cnt;   
  reg [31:0] counter_1sec;   
  always @(posedge clk or negedge rst_n) begin
    if (!rst_n) begin
      counter_1sec <= 0;
      seconds_cnt  <= 0;
      minutes_cnt  <= 0;
      hours_cnt    <= 0;
    end else begin
      if (counter_1sec == ONE_SECOND) begin
        counter_1sec <= 0;
        if (seconds_cnt == 6'd59) begin   
          seconds_cnt <= 0;
          if (minutes_cnt == 6'd59) begin   
            minutes_cnt <= 0;
            if (hours_cnt == 7'd99) begin     
              hours_cnt <= 0;
            end else begin
              hours_cnt <= hours_cnt + 1'b1;
            end
          end else begin
            minutes_cnt <= minutes_cnt + 1'b1;
          end
        end else begin
          seconds_cnt <= seconds_cnt + 1'b1;
        end
      end else begin
        counter_1sec <= counter_1sec + 1'b1;
      end
    end
  end
  assign o_seconds = seconds_cnt;
  assign o_minutes = minutes_cnt;
  assign o_hours   = hours_cnt;
endmodule
module timer_top
    #( parameter CLOCK_FREQ = 32'd50_000_000  
    ) 
    (input clk,
    input rst_n,
	output [6:0] o_HEX0,   
    output [6:0] o_HEX1,	
	output [6:0] o_HEX2,   
    output [6:0] o_HEX3,
	output [6:0] o_HEX4,   
    output [6:0] o_HEX5
	);
	wire [5:0] o_seconds;       
	wire [5:0] o_minutes;       
	wire [6:0] o_hours;         
	wire [11:0] seconds_bcd;    
	wire [11:0] minutes_bcd;    
    wire [11:0] hours_bcd;      
	timer #(.CLOCK_FREQ(CLOCK_FREQ)) 
		TMR0
    (  .clk      (clk),
       .rst_n    (rst_n),
	   .o_seconds(o_seconds),
	   .o_minutes(o_minutes),
	   .o_hours  (o_hours)  
	);
	bin2bcd
		B2D_SEC
    ( .clk(clk),
	  .rst_n(rst_n),
	  .i_bin({2'b0, o_seconds}),   
      .o_bcd(seconds_bcd)	         
	);  
	bin2bcd
		B2D_MIN
    ( .clk(clk),
	  .rst_n(rst_n),
	  .i_bin({2'b0, o_minutes}),  
      .o_bcd(minutes_bcd)	  
	);  
	bin2bcd
		B2D_HOUR
    ( .clk(clk),
	  .rst_n(rst_n),
	  .i_bin({1'b0, o_hours}),  
      .o_bcd(hours_bcd)	           
	);
	hex_7seg_decoder
    #(.COMMON_ANODE_CATHODE(0))  
		SEC0
    (
    .in (seconds_bcd[3:0]),
    .o_a(o_HEX0[0]),
	.o_b(o_HEX0[1]),
    .o_c(o_HEX0[2]),
    .o_d(o_HEX0[3]),
    .o_e(o_HEX0[4]),
    .o_f(o_HEX0[5]),
    .o_g(o_HEX0[6])
    );
	hex_7seg_decoder
    #(.COMMON_ANODE_CATHODE(0))  
		SEC1
    (
    .in (seconds_bcd[7:4]),
    .o_a(o_HEX1[0]),
	.o_b(o_HEX1[1]),
    .o_c(o_HEX1[2]),
    .o_d(o_HEX1[3]),
    .o_e(o_HEX1[4]),
    .o_f(o_HEX1[5]),
    .o_g(o_HEX1[6])
    );
	hex_7seg_decoder
    #(.COMMON_ANODE_CATHODE(0))  
		MIN0
    (
    .in (minutes_bcd[3:0]),
    .o_a(o_HEX2[0]),
	.o_b(o_HEX2[1]),
    .o_c(o_HEX2[2]),
    .o_d(o_HEX2[3]),
    .o_e(o_HEX2[4]),
    .o_f(o_HEX2[5]),
    .o_g(o_HEX2[6])
    );
	hex_7seg_decoder
    #(.COMMON_ANODE_CATHODE(0))  
		MIN1
    (
    .in (minutes_bcd[7:4]),
    .o_a(o_HEX3[0]),
	.o_b(o_HEX3[1]),
    .o_c(o_HEX3[2]),
    .o_d(o_HEX3[3]),
    .o_e(o_HEX3[4]),
    .o_f(o_HEX3[5]),
    .o_g(o_HEX3[6])
    );
	hex_7seg_decoder
    #(.COMMON_ANODE_CATHODE(0))  
		HOUR0
    (
    .in (hours_bcd[3:0]),
    .o_a(o_HEX4[0]),
	.o_b(o_HEX4[1]),
    .o_c(o_HEX4[2]),
    .o_d(o_HEX4[3]),
    .o_e(o_HEX4[4]),
    .o_f(o_HEX4[5]),
    .o_g(o_HEX4[6])
    );
	hex_7seg_decoder
    #(.COMMON_ANODE_CATHODE(0))  
		HOUR1
    (
    .in (hours_bcd[7:4]),
    .o_a(o_HEX5[0]),
	.o_b(o_HEX5[1]),
    .o_c(o_HEX5[2]),
    .o_d(o_HEX5[3]),
    .o_e(o_HEX5[4]),
    .o_f(o_HEX5[5]),
    .o_g(o_HEX5[6])
    );
endmodule
--- design/flow/run.sh ---
#!/bin/bash
# OpenROAD 26Q1-2900-gdf79404cd8, Yosys 0.63+post, stock flow scripts
make -C /OpenROAD-flow-scripts/flow DESIGN_CONFIG=/design/flow/config.mk WORK_HOME=/design/flow/orfs finish
--- design/flow/config.mk ---
export PLATFORM = sky130hd
export DESIGN_NAME = timer_top
export DESIGN_NICKNAME = timer_top
export VERILOG_FILES = /design/flow/design.v
export SDC_FILE = /design/flow/constraint.sdc
export NUM_CORES = 4
export LEC_CHECK = 1
export CORE_UTILIZATION = 40
--- design/flow/constraint.sdc ---
current_design timer_top

set clk_period 7.5
set clk_io_pct 0.2

create_clock -name clk0 -period $clk_period [get_ports {clk}]

set non_clock_inputs [all_inputs -no_clocks]
set_input_delay [expr $clk_period * $clk_io_pct] -clock clk0 $non_clock_inputs
set_output_delay [expr $clk_period * $clk_io_pct] -clock clk0 [all_outputs]
==> flow_metrics.env <==
# flow metrics
export IMPL_ys_flop_type="dfxtp_1"
export IMPL_tritoncts_num_buffers=9
export IMPL_vias=5001
export IMPL_cp_data_required_time_ps=7730
export IMPL_synth_area_per_cell_um2=8.88
export IMPL_cellPowerDensity_nw_per_um2=137
export IMPL_worst_slew_pin_transition_ps=648
export IMPL_ys_seq_share_pct=35.3
export IMPL_grtUsageTotal_pct=13.4
export IMPL_die_height_um=135
export IMPL_cts_resized_gates=0
export IMPL_cts_hold_repair_buffers=0
export IMPL_ys_area_um2=7070
export IMPL_cts_htree_levels=3
export IMPL_grt_ovfl_total=0
export IMPL_initCoreUtil_pct=40.9
export IMPL_synth_largest_type_area_fraction_pct=18.0
export IMPL_final_hold_violation_count=0
export IMPL_tool_warnings=68
export IMPL_floorplan_rows=48
export IMPL_syn_instance_count=796
export IMPL_detailedPlacementHpwl_mm=8.09
export IMPL_p_leak_nw=3.54
export IMPL_hold_path_class="reg2reg"
export IMPL_synth_top_cell_by_count="inv_1"
export IMPL_floorplan_die_area_um2=18200
export IMPL_finalSetupViolations=0
export IMPL_yosys_stat_cells=796
export IMPL_worstSetupEndpointType="flip-flop"
export IMPL_outcome="completed"
export IMPL_routed_wirelength_mm=11.4
export IMPL_post_cts_setup_buffers=0
export IMPL_ys_warnings_count=3
export IMPL_clock_path_buffers=2
export IMPL_clock_sink_count=112
export IMPL_placement_io_buffers=43
export IMPL_dr_first_iter_drc_count=271
export IMPL_clk_root_buffer_cell="clkbuf_16"
export IMPL_firstDrtPassIters=4
export IMPL_maxCapViolCount=0
export IMPL_finalMaxSlewViolations=0
export IMPL_clk_latency_ps=350
export IMPL_grt_antenna_before_repair=0
export IMPL_period_used_pct=55.5
export IMPL_drive_gt1_share_pct=8.29
export IMPL_drc=0
export IMPL_critPathArrivalTime_ps=4390
export IMPL_crit_path_time_final_ps=4160
export IMPL_grt_pass1_vias=4454
export IMPL_detail_route_antenna_diodes=0
export IMPL_num_io_pins=44
export IMPL_detail_route_vias_per_cell=4.90
export IMPL_ir_worst_vdd_mv=0.111
export IMPL_critical_path_startpoint_category="flip-flop"
export IMPL_share_of_synthesized_registers_carrying_an_async_set_or_reset_pct=45.5
export IMPL_drt_antenna_violating_nets=0
export IMPL_grt_start_max_net_pins=56
export IMPL_grt_pass1_wl_mm=20.1
export IMPL_synth_distinct_cells=81
export IMPL_die_x_um=135
export IMPL_place_congestion=0.830
export IMPL_synth_top_cells_by_area="dfrtp_1, dfxtp_1, ha_1"
export IMPL_critical_path_start="B2D_HOUR.bin_ff[4]"
export IMPL_hp_start="TMR0.counter_1sec[0]"
export IMPL_clk_pin_slew_worst_paths_ps=70
export IMPL_syn_cell_area_um2=7070
export IMPL_finalCoreUtilization_pct=44.3
export IMPL_enable_flop_cells=0
export IMPL_wire_per_inst_um=11.2
export IMPL_worstReg2RegStart="B2D_HOUR.bin_ff[4]"
export IMPL_setup_repair_after_global_routing_missed_its_margin="no"
export IMPL_count_of_state_elements_after_synthesis=112
export IMPL_worst_path_max_fanout=11
export IMPL_clock_skew_ps=7.29
export IMPL_cts_tree="built"
export IMPL_synth_largest_area_cell="dfrtp_1"
export IMPL_syn2layout_area_growth_pct=8.41
export IMPL_achievable_frequency_ghz=0.240
export IMPL_criticalPathCategory="reg2reg"
export IMPL_maxSlewHeadroom_pct=56.8
export IMPL_fin_tns_setup_ps=0
export IMPL_most_frequent_cells_after_synthesis="inv_1, dfxtp_1, ha_1"
export IMPL_core_region_area_um2=17300
==> registers in the layout, indices dropped and copies added (netlist names), 6 cells and up <==
| signal | count |
|---|---|
| TMR0.counter_1sec | 32 |
| B2D_HOUR.bin_ff | 7 |
| TMR0.hours_cnt | 7 |
| B2D_MIN.bin_ff | 6 |
| B2D_SEC.bin_ff | 6 |
| TMR0.minutes_cnt | 6 |
| TMR0.seconds_cnt | 6 |
==> final cells by class <==
type | count | area (um^2)
fill | 1651 | 9630
multi-input combinational | 531 | 3820
sequential | 112 | 2500
timing repair buffer | 49 | 473
inverter | 88 | 330
tap | 225 | 282
clock buffer | 10 | 229
clock inverter | 6 | 35.0
==> layer usage <==
| metal | vias to the layer above | share of wire (%) | GRT usage (%) | wire (um) |
|---|---|---|---|---|
| met5 | - | 0 | 0 | 0 |
| met4 | 0 | 1.7 | 1.81 | 191 |
| met3 | 14 | 2.7 | 1.61 | 306 |
| met2 | 74 | 43 | 20.3 | 4900 |
| met1 | 2258 | 53 | 21.4 | 6050 |
| li1 | 2655 | - | - | - |
==> critical path, cell delays in order (launching register included) <==
cell and delay [ps]:
dfxtp_1 430, inv_1 90, ha_1 230, inv_1 60
ha_1 300, and2_1 410, nor4_2 120, nor3_4 370
a21oi_2 130, xnor2_1 140, ha_1 210, inv_1 60
ha_1 170, xnor3_1 400, nand2_2 200, ha_1 270
inv_1 100, o32a_1 350
==> placed cells by master (no fill, tap or decap), types with 22 or more instances in the layout <==
| cell type | instances |
|---|---|
| inv_1 | 87 |
| dfxtp_1 | 61 |
| ha_1 | 61 |
| nand2_1 | 55 |
| nor2_1 | 55 |
| dfrtp_1 | 51 |
| clkdlybuf4s50_1 | 42 |
| o21ai_0 | 38 |
| a21oi_1 | 28 |
| and2_1 | 26 |
| nor3_1 | 24 |
| xnor2_1 | 22 |
==> power by group <==
| group | leakage [nW] | switching, mW | internal, mW |
|---|---|---|---|
| Sequential | 1.20 | 0 | 0.598 |
| Clock | 0.132 | 0.215 | 0.224 |
| Combinational | 2.22 | 0.0107 | 0.00146 |
| Total | 3.54 | 0.226 | 0.824 |
==> final timing paths <==
path                                    endpoint  slack (ps)  cells after the start
setup reg to reg                         HOUR1.e        3340                     17
hold reg to reg             TMR0.counter_1sec[0]         480                      1
hold / removal              TMR0.counter_1sec[0]         480                      1
setup / recovery                         HOUR1.e        3340                     17
min in group asynchronous  TMR0.counter_1sec[25]        1090                      1
max in group asynchronous      TMR0.hours_cnt[5]        5410                      2
==> metrics by stage <==
stage                     cells  cell area (um^2)  setup WS, ps  power [mW]  hold WS [ps]
after floorplan             796              7070          3770       0.616           439
after global placement     1005              7400          3430       0.624           469
after detailed placement   1005              7400          3320       0.624           468
after CTS                  1021              7660          3320        1.07           484
after global routing       1021              7660          2960        1.09           505
final                      1021              7660          3340        1.05           482
==> cell families (layout without fill, tap and decap cells) <==
logic type / after synthesis / count (layout) / share of synthesized area (%)
AOI/OAI and AO/OA: 135 / 135 / 13.4
xor gates and xnor gates: 40 / 40 / 5.36
adders and majority gates: 61 / 61 / 10.8
buffers and inverters: 153 / 153 / 10.8
DFF: 112 / 112 / 35.3
muxes: 28 / 28 / 4.48
and+or+nand+nor: 267 / 267 / 19.9
Power and IR drop assume default switching activity.
