**constraint.sdc**
```tcl
current_design alu

set clk_period 18.6
set clk_io_pct 0.2

create_clock -name clk0 -period $clk_period

set non_clock_inputs [all_inputs -no_clocks]
set_input_delay [expr $clk_period * $clk_io_pct] -clock clk0 $non_clock_inputs
set_output_delay [expr $clk_period * $clk_io_pct] -clock clk0 [all_outputs]
```
**design.v**
```verilog
module alu (
    input [31:0] a,
    input [31:0] b,   
    input [2:0] alu_sel,   
    output [31:0] alu_out,   
    output carry_out   
);
  reg [31:0] alu_result;   
  assign alu_out = alu_result;
  wire [32:0] temp;
  assign temp = {1'b0, a} + {1'b0, b};
  assign carry_out = temp[8];
  always @(*) begin
    case (alu_sel)
      3'b000: alu_result = a + b;   
      3'b001: alu_result = a - b;   
      3'b010: alu_result = ~a;   
      3'b011: alu_result = a & b;   
      3'b100: alu_result = a | b;   
      3'b101: alu_result = a ^ b;   
      3'b110: alu_result = a << 1;   
      3'b111: alu_result = a >> 1;   
      default: alu_result = a + b;
    endcase
  end
endmodule
```
**run.sh**
```bash
#!/bin/bash
# OpenROAD 26Q1-2900-gdf79404cd8, Yosys 0.63+post, stock flow scripts
make -C /OpenROAD-flow-scripts/flow DESIGN_CONFIG=/design/flow/config.mk WORK_HOME=/design/flow/orfs finish
```
**config.mk**
```make
export PLATFORM = sky130hd
export DESIGN_NAME = alu
export DESIGN_NICKNAME = alu
export VERILOG_FILES = /design/flow/design.v
export SDC_FILE = /design/flow/constraint.sdc
export NUM_CORES = 4
export LEC_CHECK = 1
export CORE_UTILIZATION = 50
```
==> impl_metrics.toml <==
# yosys + openroad results
[sta]
period_needed_ps = 12560
setup_ws_ps = 6036
tightest_slew_ps = 892.3
report.final.slew_viol_count = 0
tns_ps = 0
hold_viol_final = 0
min_period_over_period_pct = 67.55
holdWs_ps = 8510
relSlewSlack_pct = 40.30
finalSetupViolCount = 0
clock.fmax_mhz = 79.59
rsz0062_at_grt = "false"

[clock_network]
cts-resized-gates = 0
postCtsHoldBufs = 0
cts_setup_buffers = 0

[finish]
syn_to_final_growth_pct = 20.66
seq_area_sq_um = 0
clkbuf_count = 0
drive_gt1_share_pct = 4.167
logic_area_sq_um = 4646
seq_cell_count = 0
fill_cells = 858

[yosys]
ys_area_sq_um = 5119
synth_cell_types = 62
synth.area.top_cells = "ha_1 23%, xnor2_1 7.4%, inv_1 6.4%"
synthCells = 748
ys_seq_share_pct = 0
ys_cells = 748
postSynthAreaPerCell_sq_um = 6.843
yosysWarnings = 1
syn-cell-area_sq_um = 5119
synth.most_common_cell = "ha_1"
common_cells = "96 x ha_1, 87 x inv_1, 65 x nand2_1, 64 x a21oi_1, 59 x nor2_1"
top_cell_area_share_pct = 23.47
yosysTopAreaCell = "ha_1"

[floorplan]
die_w_microns = 103.2
die_h_microns = 103.2
row_count = 36
core-area_sq_um = 9864
io_pins = 100
fp_util_pct = 51.89
die_area_sq_um = 10650

[worst_hold_path]
min_to = "alu_out[0]"
min_path_cells = 5
hold_class = "input pin to primary output"
hold_path_startpoint = "alu_sel[2]"

[setup_path]
required_ps = 14880
crit_slowest_cell = "nor2_1"
cp_top_family = "simple AND/OR/NAND/NOR gates"
max_stage_delay_ps = 760
critPathBufInv = 3
arrival_ps = 8840
crit_fanout = 56
cp_common_cell = "o21ai_0"
crit_chain = "buf_2 -> buf_4 -> nor2_1 -> nand2_1 -> o21ai_0 -> xnor2_1 -> ha_1 -> nand4_1 -> nor3_1 -> nor2_1 -> o21ai_0 -> a21oi_1 -> o21ai_0 -> mux2_2 -> o221ai_1 -> clkdlybuf4s50_1"
cp-start-kind = "input pin"
critPathKind = "input pin to primary output"
worstSetupEndpointType = "primary output"

[power]
finalPower_mw = 0.2011
leakage_nw = 2.843
p_per_area_nw_per_um2 = 32.56
vdd_drop_max_uv = 24.05

[routing]
antenna_cells = 0
drc = 0
drt-wirelength-per-cell_microns = 16.49
wl_microns = 15650
dr.pass1.iters = 5
avgViaCountPerCell = 5.842
drtAntennaViolNets = 0
vias = 5544
drt_first_iter_violations = 286

[placement]
port_buffers = 100
gp_congestion = 0.9783
place_ws_ps = 6110
dpl.hpwl_microns = 12140

[job]
warnings = 66
drv_cap = 0

[global_routing]
grt_pass1_vias = 5002
grt_max_degree = 73
grt_pass1_wl_microns = 25080
grt_usage_pct = 30.40
gr-total-overflow = 0
antenna_found_initial = 0

[run_status]
outcome = "completed"
==> through the flow <==
stage,instance area [sq um],util [%],std cells
floorplan,5119,-,748
global placement,6176,62.61,949
detailed placement,6176,62.61,949
CTS,6176,62.61,949
global route,6176,62.61,949
finish,6176,62.61,949
==> layer usage <==
metal / track usage (%) / wire length [microns] / vias up
li1: - / - / 2818
met1: 45.64 / 7588 / 2552
met2: 49.13 / 6988 / 162
met3: 3.005 / 919 / 12
met4: 3.250 / 153 / 0
met5: 0 / 0 / -
==> layout make-up <==
| type | instances | area share [%] |
|---|---|---|
| well taps | 133 | 2.694 |
| repair buffers | 106 | 16.73 |
| inverters | 88 | 5.348 |
| multi-input cells | 622 | 75.22 |
==> placed cells by master, fill, tap and decap left out, drive strengths merged, types with 4 or more instances in the layout <==
master          n
a211oi         10
a21o           22
a21oi          65
a222oi          4
a31oi          11
and2            5
buf             9
clkdlybuf4s50  97
ha             96
inv            87
mux2            5
mux2i          19
mux4           11
nand2          65
nand2b          6
nand3          13
nand4           9
nor2           59
nor2b           6
nor3           13
nor4            4
o211ai          8
o21ai          58
o21bai          4
o22ai          14
o31ai           6
o32a            5
o41ai           5
or2             4
xnor2          43
xor2           13
==> report_power, final <==
part,internal (mW),switching [mW]
combinational,0.0983,0.103
clock,0,0
sequential,0,0
==> worst min-delay path: cells and delay by family <==
family | cells | cell delay [ps]
buffers and inverters | 3 | 790
AND-OR/OR-AND | 2 | 260
==> worst max path at each step <==
stage | start | to | slack (ps) | depth (start not counted)
finish | alu_sel[1] | alu_out[28] | 6040 | 16
CTS | alu_sel[1] | alu_out[28] | 6080 | 16
global route | alu_sel[1] | alu_out[30] | 5670 | 16
==> logic make-up (layout without fill, tap and decap cells) <==
logic type | count (synthesis) | count (layout) | share of synthesized area, %
xor gates and xnor gates | 56 | 56 | 9.582
adders and majority gates | 97 | 97 | 23.86
muxes | 35 | 35 | 9.655
AOI/OAI and AO/OA | 237 | 237 | 29.58
buffers and inverters | 126 | 194 | 9.240
and+or+nand+nor | 197 | 197 | 18.09
